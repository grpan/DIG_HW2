`config.mk`:
```
export PLATFORM = sky130hd
export DESIGN_NAME = ask1_c_fsm
export DESIGN_NICKNAME = ask1_c_fsm
export VERILOG_FILES = /design/flow/design.v
export SDC_FILE = /design/flow/constraint.sdc
export NUM_CORES = 4
export LEC_CHECK = 1
export CORE_AREA = 10 10 70 70
export DIE_AREA = 0 0 80 80
```
`constraint.sdc`:
```
current_design ask1_c_fsm

set clk_period 1.2
set clk_io_pct 0.2

create_clock -name clk0 -period $clk_period [get_ports {clk}]

set non_clock_inputs [all_inputs -no_clocks]
set_input_delay [expr $clk_period * $clk_io_pct] -clock clk0 $non_clock_inputs
set_output_delay [expr $clk_period * $clk_io_pct] -clock clk0 [all_outputs]
```
`design.v`:
```
module ask1_c_fsm (x_in,y_out,clk,reset);
	input	x_in,clk,reset;
	output	y_out;
	wire D2, D1, D0, T;  
	wire y_out;
	wire D2n, D1n, D0n, Tn;
	wire J2, K2, J1, K1, J0, K0;
	buf buf1 (T, x_in);
	not R (resetn, reset);
	not U0 (D2n, D2);
	not U1 (D1n, D1);
	not U2 (D0n, D0);
	not Uin (Tn, T);
	and U4 (J2, D1n, T);
	and U5 (s1, D0n, Tn);
	or P1 (J1, s1, D2);
	xor X1 (K1, D0, T);
	and U6 (s2, D2n, D1n, Tn);
	and U7 (s3, D2, T);
	or P2 (J0, s2, s3);
	buf B1 (K0, T);
	jkflipflop SD0 (.Q(D0), .Clock(clk), .Reset(1'b1), .Preset(resetn), .J(J0), .K(K0));
	jkflipflop SD1 (.Q(D1), .Clock(clk), .Reset(resetn), .Preset(1'b1), .J(J1), .K(K1));
	jkflipflop SD2 (.Q(D2), .Clock(clk), .Reset(resetn), .Preset(1'b1), .J(J2), .K(1'b1));
	and (y_out, D2n, T);
endmodule
module dflipflop(output reg Q, Qn,
		input wire Clock, Reset, Preset, D);
always @(posedge Clock or negedge Reset or negedge Preset)
	if (!Reset)
		begin
			Q <= 1'b0;
			Qn <= 1'b1;
		end
	else if (!Preset)
		begin
			Q <= 1'b1;
			Qn <= 1'b0;
		end
	else
		begin
			Q <= D;
			Qn <= ~D;
		end
endmodule
module jkflipflop(output Q, Qn,
		input wire Clock, Reset, Preset, J, K);
	wire Kn, p1, p2, s;
	not G1 (Kn, K);
	and P1 (p1, J, Qn);
	and P2 (p2, Kn, Q);
	or S (s, p1, p2);
	dflipflop DFF (.Q(Q), .Qn(Qn), .Clock(Clock), .Reset(Reset), .Preset(Preset), .D(s));
endmodule
```
`run.sh`:
```
#!/bin/bash
# OpenROAD 26Q1-2900-gdf79404cd8, Yosys 0.63+post, stock flow scripts
make -C /OpenROAD-flow-scripts/flow DESIGN_CONFIG=/design/flow/config.mk WORK_HOME=/design/flow/orfs finish
```
==> deck_impl_summary.md <==
Synthesis and Place & Route Summary

Outcome
  – Status: finished clean

Synthesis
  – Dominant synthesized flop cell: dfstp_2
  – Mapped Cells: 21
  – Distinct lib cells: 13
  – Yosys Instances: 21
  – Synthesized area per cell: 12.5 µm²
  – Post-synth ARST share: 100%
  – Post-Syn Area: 262 µm²
  – Yosys warns: 7
  – Top post-synthesis cells by count: 4 x inv_1, 3 x dfrtp_1, 3 x dfstp_2, 2 x ha_1
  – Cell taking the most area after synthesis: dfstp_2
  – Flip-flops with a built-in enable: 0
  – Chip Area, Yosys: 262 µm²
  – Yosys top cell by instances: inv_1
  – Max-area cell share: 30.1%
  – Seq share, synth: 58.9%
  – Biggest area cells: dfstp_2 30%, dfrtp_1 29%, ha_1 9.6%, inv_1 5.7%, nor4b_2 5.7%
  – Synth Register Bits: 6

Setup path
  – Critical path startpoint category: flop
  – Critical Path End Type: flop
  – CP Class: flop to flop
  – Crit path max fanout: 2
  – Worst EP arrival: 1.27 ns
  – Crit path DRT: 1.32 ns

CTS
  – Post-CTS Setup Bufs: 0
  – Hold buffers post-CTS: 0
  – Insertion delay to the later sink of the worst-skew pair: 0.25 ns
  – CTS Buffer Depth: 2
  – Total CTS buffers: 3
  – CTS tree: built
  – Htree depth: 1
  – Root Driver: clkbuf_4
  – Reg clk slew, reported paths: 0.05 ns
  – Clock Sinks: 6

Global routing
  – Number of global-route vias before repair: 199
  – Global route overflow: 0
  – Gr usage total: 1.81%
  – Largest net degree at the start of global routing: 7
  – Global-route wire length before repair: 876 µm
  – Initial antenna violation count: 0

Pwr
  – NetSw: 217 µW
  – Clk network pwr share: 25.4%
  – Worst vdd ir: 0.000367 V
  – Pwr per Cell Area: 1970 nW/µm²
  – Sequential power share: 46.8%
  – Cell-internal power: 563 µW
  – Combinational Power Share: 27.8%
  – Pwr Total: 780 µW
  – Leakage: 0.167 nW
  – Switching Fraction: 27.9%

Floorplan
  – Floorplan core area: 3420 µm²
  – Die H: 80 µm
  – FP Rows: 21
  – Die width: 80 µm
  – Fp_density: 7.66%
  – Chip Area: 6400 µm²
  – I/O pin cnt: 4

Timing
  – Final Hold Fails: 0
  – Worst Clk Skew: 0.0136 ns
  – Final slew viol count: 0
  – Setup slack after layout: 0.0511 ns
  – Endpoints failing setup: 0
  – Final period utilization: 95.7%
  – RSZ-0062 raised after global routing: false
  – Minimum clock period: 1.15 ns
  – Slew headroom: 82.9%
  – Fin Hold WS: 0.212 ns
  – Measured slew at the worst slew-check pin: 0.256 ns
  – Max frequency: 0.870 GHz

Placement
  – IO Port Bufs: 3
  – GP Congestion: 0.738
  – Final HPWL DP: 375 µm
  – Placed Area: 372 µm²
  – Place WS: -0.374 ns

Routing
  – DRT iter0 DRCs: 15
  – Final antenna diode count: 0
  – TritonRoute pass-1 iters: 2
  – Via-to-Cell Ratio: 2.36
  – DRC Markers: 0
  – Post-route ant nets: 0
  – Via count: 182
  – Final WL: 473 µm
  – WL/cell: 6.14 µm

Min path
  – Hold crit path type: primary input to asynchronous set/reset pin

Layout
  – Final Core Density: 11.6%
  – Share of cells above drive strength 1: 35.5%
  – Area delta synth->final: 51.2%
  – Design area: 395 µm²

Run
  – Max_cap viols: 0
  – Log Warnings: 26
==> sequential cells by signal, indices dropped and copies added, names as in the netlist <==
name        cells
SD2.DFF.Qn      1
SD1.DFF.Q       1
SD1.DFF.Qn      1
SD0.DFF.Qn      1
SD0.DFF.Q       1
SD2.DFF.Q       1
==> worst paths after layout <==
check / cells after the start / startpoint / slack [ns] / end
min in group clk0: 3 / x_in / 0.44 / SD2.DFF.Qn$_DFF_PP1_
max in group asynchronous: 2 / reset / 0.72 / SD1.DFF.Qn$_DFF_PP1_
min: 2 / reset / 0.21 / SD1.DFF.Q$_DFF_PP0_
max: 4 / SD0.DFF.Q$_DFF_PP1_ / 0.05 / SD1.DFF.Q$_DFF_PP0_
max reg2reg: 4 / SD0.DFF.Q$_DFF_PP1_ / 0.05 / SD1.DFF.Q$_DFF_PP0_
min reg2reg: 1 / SD2.DFF.Qn$_DFF_PP1_ / 0.47 / SD2.DFF.Qn$_DFF_PP1_
==> worst max-delay path: stages (launching register included) <==
cell	delay [ns]
dfstp_2	0.53
inv_1	0.04
ha_1	0.17
o21ai_1	0.18
o21ai_0	0.11
==> cells by family after synthesis <==
kind of cell / count (synthesis) / share of synthesized area [%]
AND-OR/OR-AND: 5 / 13.9
adder cells (fa/ha/maj): 2 / 9.57
buffers and inverters: 4 / 5.74
flip-flops: 6 / 58.9
AND/OR/NAND/NOR: 4 / 12.0
==> placed cells by master (no fill, tap or decap), drive strengths merged, types with 2 or more instances in the layout <==
cell,n
dfstp,3
inv,4
dlygate4sd2,2
dfrtp,3
buf,3
ha,2
o21ai,2
clkbuf,4
==> metrics by stage <==
stage / instances / setup TNS, ns
6_report: 77 / 0
5_1_grt: 77 / 0
4_1_cts: 77 / 0
3_5_place_dp: 73 / -1.37
3_3_place_gp: 73 / -1.35
2_1_floorplan: 21 / 0
==> cell type report <==
type	count	area, µm²
Clock buffer	4	26.3
Fill cell	389	3020
Inverter	4	15.0
Multi-Input combinational cell	11	92.6
Sequential cell	6	154
Tap cell	46	57.6
Timing Repair Buffer	6	50.0
==> power by group through the flow <==
stage | clock network [mW] | registers (mW) | logic [mW]
global route | 0.229 | 0.377 | 0.243
finish | 0.198 | 0.365 | 0.217
CTS | 0.209 | 0.366 | 0.219
==> metal layers <==
| layer | global-route usage (%) | vias to the layer above | wire (µm) |
|---|---|---|---|
| li1 | - | 96 | - |
| met1 | 2.08 | 81 | 224 |
| met2 | 2.01 | 5 | 175 |
| met3 | 2.16 | 0 | 73 |
| met4 | 0.528 | 0 | 0 |
| met5 | 0 | - | 0 |
==> what timing repair did <==
| action | in CTS | in global routing |
|---|---|---|
| resized | 2 | 0 |
| pin swaps | 1 | 1 |
| endpoints found under the setup margin | 4 | 1 |
No activity file was given, so power comes from the tool's default toggle rates.
