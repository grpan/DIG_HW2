==> design.v <==
module ask1_b_fsm (x_in,y_out,clk,reset);
	input	x_in,clk,reset;
	output	y_out;
	wire D2, D1, D0, T;  
	wire y_out;
	wire D2n, D1n, D0n, Tn;
	buf buf1 (T, x_in);
	not R (resetn, reset);
	not U0 (D2n, D2);
	not U1 (D1n, D1);
	not U2 (D0n, D0);
	not Ui (Tn, T);
	and U4 (s1, D2n, Tn, D0);
	and U5 (s2, D2n, Tn, D1n);
	and U6 (s3, D2, T, D1n, D0n);
	and U7 (s4, D2n, D0n, Tn);
	and U8 (s5, D2n, D1, D0, T);
	and U9 (s6, D2, D1n, D0n);
	and U10 (s7, D2n, D1n, T);
	or U11 (p0 , s1, s2, s3);
	or U12 (p1 , s4, s5, s6);
	dflipflop SD0 (.Q(D0), .Clock(clk), .Reset(1'b1), .Preset(resetn), .D(p0));
	dflipflop SD1 (.Q(D1), .Clock(clk), .Reset(resetn), .Preset(1'b1), .D(p1));
	dflipflop SD2 (.Q(D2), .Clock(clk), .Reset(resetn), .Preset(1'b1), .D(s7));
	and (y_out, D2n, T);
endmodule
module dflipflop(output reg Q, Qn,
		input wire Clock, Reset, Preset, D);
always @(posedge Clock or negedge Reset or negedge Preset)
	if (!Reset)
		begin
			Q <= 1'b0;
			Qn <= 1'b1;
		end
	else if (!Preset)
		begin
			Q <= 1'b1;
			Qn <= 1'b0;
		end
	else
		begin
			Q <= D;
			Qn <= ~D;
		end
endmodule
==> run.sh <==
#!/bin/bash
# OpenROAD 26Q1-2900-gdf79404cd8, Yosys 0.63+post, stock flow scripts
make -C /OpenROAD-flow-scripts/flow DESIGN_CONFIG=/design/flow/config.mk WORK_HOME=/design/flow/orfs finish
==> config.mk <==
export PLATFORM = sky130hd
export DESIGN_NAME = ask1_b_fsm
export DESIGN_NICKNAME = ask1_b_fsm
export VERILOG_FILES = /design/flow/design.v
export SDC_FILE = /design/flow/constraint.sdc
export NUM_CORES = 4
export LEC_CHECK = 1
export CORE_AREA = 10 10 70 70
export DIE_AREA = 0 0 80 80
==> constraint.sdc <==
current_design ask1_b_fsm

set clk_period 1.8
set clk_io_pct 0.2

create_clock -name clk0 -period $clk_period [get_ports {clk}]

set non_clock_inputs [all_inputs -no_clocks]
set_input_delay [expr $clk_period * $clk_io_pct] -clock clk0 $non_clock_inputs
set_output_delay [expr $clk_period * $clk_io_pct] -clock clk0 [all_outputs]
==> ci_impl_report.md <==
### Flow metrics

| Metric | Value |
|---|---|
| Grt met3 use | 0.0170 |
| Reg2Reg Setup Slack | 0.87 ns |
| Clock sinks | 3 |
| GRT overflow | 0 |
| Clk root buf | clkbuf_4 |
| Post-Syn Instances | 14 |
| Area Overhead vs Synth | 87.5% |
| WP data required | 1.44 ns |
| DR DRC count | 0 |
| Worst flop-to-flop path startpoint | SD2.Q$_DFF_PP0_ |
| CTS tree | done |
| Critical path origin | SD2.Q$_DFF_PP0_ |
| Min Tclk post-route | 1.66 ns |
| Worst-Skew Late Latency | 0.23 ns |
| Initial antenna violation count | 0 |
| Setup bufs post-CTS | 0 |
| Normalized max-slew margin | 0.906 |
| Vias | 118 |
| VDD IR max | 0.167 mV |
| Most frequent logic cell in the layout | clkbuf_4 |
| Top cell area share | 0.333 |
| Most used routing layer | met3 |
| Seq/Total Area, Yosys | 0.508 |
| Xor/xnor share | 0 |
| Initial DRT Pass Iterations | 2 |
| Tool warnings | 25 |
| Finished Layout Cells | 69 |
| Yosys top cell by area | dfrtp_1 |
| CP bufs+invs | 2 |
| Crit Path Category | reg -> out |
| All-Layer GR Usage | 0.0127 |
| Final hold vios | 0 |
| Adder share | 0 |
| CTS H-tree depth | 1 |
| Final setup vio count | 0 |
| Met1 GRT Util | 0.0120 |
| Port bufs | 3 |
| Setup crit start kind | flip-flop |
| Data arrival time of the worst path | 1.30 ns |
| CP Depth | 3 |
| Top cells excl fill/tap | 3 x clkbuf_4, 2 x dfrtp_1, 2 x inv_1, 2 x clkdlybuf4s50_1, 2 x buf_4 |
| Unrepaired setup endpoints after global routing | false |
| Main logic family | simple AND/OR/NAND/NOR gates |
| Die Width | 80 µm |
| Final Max Slew Viols | 0 |
| Post-Syn Area | 150 µm² |
| Max cap viols | 0 |
| Ys cells | 14 |
| Final worst slack | 0.136 ns |
| Pleak | 0.117 nW |
| Chip Area, Yosys | 150 µm² |
| Worst Hold Class | in -> async |
| CP max-delay cell | clkdlybuf4s50_1 |
| Ant diodes | 0 |
| Largest stage delay on the critical path | 0.45 ns |
| Chip area | 6400 µm² |
| Crit end category | output pin |
| Synth unique cells | 12 |
| R2R Path End | SD1.Q$_DFF_PP0_ |
| Vias per std cell | 1.71 |
| Syn_area_per_cell | 10.7 µm² |
| Worst Tran Pin Value | 0.141 ns |
| Crit-path leading delay family | buffers and inverters |
| FMAX | 601 MHz |
| Routed wire length | 355 µm |
| Ports | 4 |
| Status | finished, final reports clean |
| # placed instances | 65 |
| Setup TNS Final | 0 ns |
| Compound Share, Synth | 0.117 |
| FP Util | 0.0440 |
| Setup WS pre-CTS | 0.0145 ns |
| Die H | 80 µm |
| CP Max Fanout | 4 |
| Core Footprint | 3420 µm² |
| Simple-Gate Area Share | 0.225 |
| Tcrit/Tclk final | 0.925 |
| Synth flops | 3 |
| GP Congestion | 0.619 |
| Largest net degree at the start of global routing | 5 |
| Largest cells by area after synthesis | dfrtp_1 33%, dfstp_2 18%, mux2_4 10%, o22ai_2 8.3%, inv_1 5.0% |
| Ys Warns | 13 |
| CP cell instances | nand2b_1 -> inv_1 -> clkdlybuf4s50_1 |
| Clock Skew | 0.00188 ns |
| Worst R2R Path Depth | 2 |
| Std-Cell Rows | 21 |
| ANT nets after route | 0 |
| Routed len/inst | 5.14 µm |
| Worst setup path endpoint | y_out |
| Mux frac, synth | 0.100 |
| Fraction of layout cells with a size suffix above 1 | 0.348 |
| Vias in the first global route | 145 |
| Clock buffer depth | 2 |
| Global-route track usage on met2 | 0.0144 |
| Global-route wire length before repair | 600 µm |
| Initial DRC count | 1 |
| Reg clk slew, reported paths | 0.04 ns |
| Cts bufs inserted | 3 |
| Cell Pwr Density | 1180 nW/µm² |
==> area by class of cell <==
type	count	area, µm²
clock buffer	4	26.3
tap	46	57.6
fill	403	3130
sequential	3	76.3
multi-input combinational	9	66.3
inverter	2	7.51
timing repair buffer	5	47.5
==> report_power, final <==
group	leakage (nW)	internal, W	switching, W
sequential	0.0356	0.000101	0.0000265
clock	0.0150	0.0000831	0.0000345
combinational	0.0667	0.0000573	0.0000294
==> flip-flops by register name, summed over array words and instances, names as in the netlist <==
name,flops
SD1.Q,1
SD0.Q,1
SD2.Q,1
==> worst min path at each step <==
| stage | startpoint | to | slack (ns) | cells past startpoint |
|---|---|---|---|---|
| 6_report | reset | SD2.Q$_DFF_PP0_ | 0.31 | 2 |
| 4_1_cts | reset | SD1.Q$_DFF_PP0_ | 0.30 | 2 |
| 5_1_grt | reset | SD2.Q$_DFF_PP0_ | 0.31 | 2 |
==> logic make-up (layout without fill, tap and decap cells) <==
family                 after synthesis  in the layout
AND-OR/OR-AND                        2              2
buffers and inverters                2             11
flip-flops                           3              3
multiplexers                         1              1
AND/OR/NAND/NOR                      6              6
==> worst reg2reg max path, delay by kind of cell, from the launching register on <==
family / cells / cell delay (ns)
DFF: 1 / 0.40
muxes: 1 / 0.31
AOI/OAI and AO/OA: 1 / 0.14
==> cells in the mapped netlist (all sizes together) <==
cell	n
dfstp	1
o22ai	1
nand2	1
inv	2
nor2b	1
dfrtp	2
mux2	1
nand2b	1
nand3b	1
or2	1
nor2	1
a21oi	1
==> what timing repair did <==
item                       CTS  global route
hold buffers                 0             0
setup endpoints to repair    0             1
resized                      0             1
==> layer usage <==
layer,part of all wire,vias to the layer above
met5,0,-
met4,0,0
li1,-,64
met3,0.21,0
met1,0.42,50
met2,0.37,4
==> stage by stage <==
| stage | instance area (µm²) | utilization | power, W | hold slack, ns |
|---|---|---|---|---|
| finish | 282 | 0.0824 | 0.000332 | 0.306 |
| floorplan | 150 | - | 0.000181 | 0.113 |
| detailed placement | 253 | 0.0740 | 0.000216 | 0.467 |
| global placement | 253 | 0.0740 | 0.000207 | 0.446 |
| CTS | 279 | 0.0817 | 0.000341 | 0.305 |
| global route | 282 | 0.0824 | 0.000361 | 0.312 |
No activity file was given, so power comes from the tool's default toggle rates.
